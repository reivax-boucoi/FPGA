[flow/config.mk]
export PLATFORM = sky130hd
export DESIGN_NAME = dpll
export DESIGN_NICKNAME = dpll
export VERILOG_FILES = /design/flow/design.v
export SDC_FILE = /design/flow/constraint.sdc
export NUM_CORES = 4
export LEC_CHECK = 1
export CORE_UTILIZATION = 30
[flow/constraint.sdc]
current_design dpll

set clk_period 4.0
set clk_io_pct 0.2

create_clock -name clk0 -period $clk_period [get_ports {MainClock}]

set non_clock_inputs [all_inputs -no_clocks]
set_input_delay [expr $clk_period * $clk_io_pct] -clock clk0 $non_clock_inputs
set_output_delay [expr $clk_period * $clk_io_pct] -clock clk0 [all_outputs]
[flow/design.v]
module dpll(SignalIn, SignalOut, MainClock,
            Positive, Negative, Lead, Lag
            );
input  SignalIn;                 
input  MainClock;                
output SignalOut;                
output Positive, Negative;       
output Lead, Lag;                
phasecomparator inst_ph_cmp(.MainClock(MainClock), .InputSignal(SignalIn),
                            .OutputSignal(SignalOut), .Lead(Lead), .Lag(Lag)
                            );
variableresetrandomwalkfilter inst_zrwf(.MainClock(MainClock), .Lead(Lead), .Lag(Lag),
                           .Positive(Positive), .Negative(Negative)
                           );
freqdivider inst_freqdiv(.MainClock(MainClock), .FrequencyOut(SignalOut),
                           .Positive(Positive), .Negative(Negative)
                           );
endmodule
module freqdivider(MainClock, Positive, Negative, FrequencyOut);
 input MainClock;                  
 input Positive, Negative;     
 output FrequencyOut;          
parameter DividerLength   = 7;
parameter DividerMaxValue = 48;
reg [DividerLength-1 : 0] DividerCounter;
reg FrequencyOut;         
always @(posedge MainClock)
 begin
  if(DividerCounter >= (DividerMaxValue - 1))
    DividerCounter <= 0;
    else if(Negative)       DividerCounter <= DividerCounter + 2;
          else if(Positive) DividerCounter <= DividerCounter;
                else        DividerCounter <= DividerCounter + 1;
  if(DividerCounter == 0) FrequencyOut <= ~FrequencyOut;            
 end
endmodule
module phasecomparator(InputSignal, OutputSignal, MainClock, Lead, Lag);
input InputSignal, OutputSignal;     
input MainClock;                     
output Lead, Lag;                    
reg [1:0] InputSignalEdgeDet;        
always @(posedge MainClock)
 begin
  InputSignalEdgeDet <= { InputSignalEdgeDet[0], InputSignal };
 end
wire InputSignalEdge = (InputSignalEdgeDet == 2'b01);
reg Lead, Lag;                    
always @(posedge MainClock)
 begin                         
  Lag  <= ((InputSignalEdge == 1'b1)  && (OutputSignal == 1'b0));
  Lead <= ((InputSignalEdge == 1'b1)  && (OutputSignal == 1'b1));
 end
endmodule
module randomwalkfilter(MainClock, Lead, Lag, Positive, Negative);
 input  MainClock, Lead, Lag;     
 output Positive, Negative;       
parameter FilterLength      = 8;
parameter FilterResetValue  = 4;
parameter FilterMaxValue    = FilterResetValue;
parameter FilterMinValue    = 256 - FilterResetValue;
reg [FilterLength-1 : 0] FilterCounter;
always @(posedge MainClock)
 begin
  if((FilterCounter == FilterMaxValue) || (FilterCounter == FilterMinValue))
    FilterCounter <= 0;
    else
     begin
      if(Lead) FilterCounter <= FilterCounter + 1;
      if(Lag)  FilterCounter <= FilterCounter - 1;
     end
 end
reg Positive, Negative;
always @(posedge MainClock)
 begin
  Positive <= (FilterCounter == FilterMaxValue);
  Negative <= (FilterCounter == FilterMinValue);
 end
endmodule
module variableresetrandomwalkfilter(MainClock, Lead, Lag, Positive, Negative);
 input  MainClock, Lead, Lag;  
 output Positive, Negative;    
parameter N_FilterLength      = 8;
parameter N_FilterResetValue  = 8;
parameter N_FilterMaxValue    = N_FilterResetValue;
parameter N_FilterMinValue    = 256 - N_FilterResetValue;
parameter ResetterCounterLength   = 4;
parameter ResetterCounterMaxValue = 3;
parameter ResetterCounterMinValue = 16 - 3;
reg [N_FilterLength-1 : 0] N_FilterCounter;
wire Up, Down;
randomwalkfilter inst_M_Filter(.MainClock(MainClock), .Lead(Lead), .Lag(Lag),
                                             .Positive(Up), .Negative(Down));
defparam inst_M_Filter.FilterResetValue = 32;   
reg [ResetterCounterLength-1 : 0] ResetterCounter;
always @(posedge MainClock)
 begin
  if(Up)
   begin
    if((ResetterCounter < ResetterCounterMaxValue) || (ResetterCounter >= ResetterCounterMinValue))
     ResetterCounter <= ResetterCounter + 1;
   end
  else if(Down)
   begin
    if((ResetterCounter <= ResetterCounterMaxValue) || (ResetterCounter > ResetterCounterMinValue))
     ResetterCounter <= ResetterCounter - 1;
   end
  if((ResetterCounter > ResetterCounterMaxValue) && (ResetterCounter < ResetterCounterMinValue))
     ResetterCounter <= 0;
 end
reg [N_FilterLength-1 : 0] ResetterValue;
always @(1)
 begin
  case(ResetterCounter)
   16 - 3:  ResetterValue = 256 - 7;
   16 - 2:  ResetterValue = 256 - 6;
   16 - 1:  ResetterValue = 256 - 4;
   0:       ResetterValue = 0;
   1:       ResetterValue = 4;
   2:       ResetterValue = 6;
   3:       ResetterValue = 7;
   default: ResetterValue = 0;
  endcase
 end
always @(posedge MainClock)
 begin
  if((N_FilterCounter == N_FilterMaxValue) || (N_FilterCounter == N_FilterMinValue))
    N_FilterCounter <= ResetterValue;
    else
     begin
      if(Lead) N_FilterCounter <= N_FilterCounter + 1;
      if(Lag)  N_FilterCounter <= N_FilterCounter - 1;
     end
 end
reg Positive, Negative;
always @(posedge MainClock)
 begin
  Positive <= (N_FilterCounter == N_FilterMaxValue);
  Negative <= (N_FilterCounter == N_FilterMinValue);
 end
endmodule
[flow/run.sh]
#!/bin/bash
# OpenROAD 26Q1-2900-gdf79404cd8, Yosys 0.63+post, stock flow scripts
make -C /OpenROAD-flow-scripts/flow DESIGN_CONFIG=/design/flow/config.mk WORK_HOME=/design/flow/orfs finish
==> CHANGELOG.md <==
### Metrics

* Status: complete, no violations
* Clock root buffer master: clkbuf_8
* Wire per inst at 11.24 um
* Final critical-path share of the clock period at 0.6571
* Distinct lib cells used at 57
* Total track usage at 0.1111
* Routed vias at 1635
* Gr ovfl total at 0
* Startpoint types: flip-flop
* Synth top cell by count: nor2_1
* Register area share after synthesis at 0.3711
* Avg Inst Size Synth at 9.376 um^2
* Worst setup EP type: flip-flop
* Synth area leader: dfxtp_1
* GP Congestion at 0.8197
* Synth Area in Simple Gates at 0.2022
* Final hold slack at around 0.36 ns
* PwrDens at 510.6 nW/um^2
* Worst vdd ir at between 200 and 250 uV
* Hold/Removal Path Class: reg2reg
* Die height at 87.34 um
* Final Hold Fails at 0
* Post-synth mux share at 0.02119
* Number of global-route vias before repair at ~1500
* Largest net degree at the start of global routing at 20
* CTS tree: yes
* Initial antenna violation count at 0
* Kind of critical path: reg2reg
* Yosys cell count at 233
* Layout Utilization at 0.3514
* Sink Count at 36
* CP startpoint: inst_ph_cmp.Lag$_DFF_P_
* Synth Cell Area at 2185 um^2
* Setup Buffers After CTS at 0
* Final Skew at 0.003230 ns
* Post-synth regs at 36
* R2r setup slk at 1.37 ns
* Worst setup path end: inst_zrwf.inst_M_Filter.FilterCounter[6]$_SDFFE_PP0P_
* # rows at 30
* CTS max path bufs at 2
* R2r startpoint: inst_ph_cmp.Lag$_DFF_P_
* Detailed Route WL at 3788 um
* Yosys stat area at 2185 um^2
* Total core area at 6907 um^2
* Fmax at between 300 and 400 MHz
* Die Width at 87.34 um
* CTS Buf Count at 5
* Synth Instances at roughly 230
* DRT iter0 DRCs at just under 50
* Max FO, Critical Path at 19
* HPWL after detailed placement at 2810 um
* Reg2reg end: inst_zrwf.inst_M_Filter.FilterCounter[6]$_SDFFE_PP0P_
* WP data required at between 4 and 5 ns
* Late-Pin Clk Latency at 0.28 ns
* FILL cells at 727
* EDFF count, synth at 9
* Min Tclk post-route at approximately 2.6 ns
* Number of vias per cell at 4.852
* RSZ-0062 raised after global routing: false
* First-pass GRT wire length at ~6600 um
* Slew Limit Headroom at 0.4674
* Layout cells sized above 1 at 0.08299
* Inserted Diodes at 0
* Setup total negative slack at 0 ns
* Top cells by count, synth: nor2_1 (28), dfxtp_1 (27), ha_1 (19), nand2_1 (12), o21ai_0 (12)
* Aoi/oai-family share of the synthesized area at 0.1810
* H-tree depth at 2
* Ports at 7
* Reg2Reg Depth at 7
* Yosys xor share at 0.05613
* Max-cap viol count at 0
* Die Footprint at 7627 um^2
* PnR Total Power at 1.239 mW
* Worst-path clk slew at 0.07 ns
* I/O Buffers at 6
* Async SR Flop Fraction at 0
* Area grow syn2layout at 11.11%
* Hold_buf cts at 0
* Tool warnings at 29
* FP Core Util at 0.3163
* Post-synth top area share at 0.2474
* YS warnings at 4
* Synth Flop Type: dfxtp_1
* Detailed Routing Iterations Pass 1 at 4
* Fin. max-slew vios at 0
* Largest logic family: simple AND/OR/NAND/NOR gates
* Top area cell types: dfxtp_1 (25%), edfxtp_1 (12%), ha_1 (11%)
* Static Leak at 0.9759 nW
* Slew @ Worst Pin at 0.7959 ns
* Adders+Majority by Area at 0.1271
* Post-CTS sizing at 0
* Final setup fails at 0
* DRC Markers at 0
* Data arrival, critical path at roughly 2.8 ns
* Final antenna-violating net count at 0
## stage by stage
step / area (um^2) / setup WS [ns] / std cells
2_1_floorplan: 2185 / 1.702 / 233
3_3_place_gp: 2320 / 1.431 / 329
3_5_place_dp: 2320 / 1.403 / 329
4_1_cts: 2427 / 1.342 / 337
5_1_grt: 2427 / 1.172 / 337
6_report: 2427 / 1.372 / 337
## cell usage in the layout, fill, tap and decap left out, drive strengths merged, types with 4 or more instances in the layout
cell type,instances
nor2,28
dfxtp,27
ha,19
o21ai,14
nand2,13
inv,11
edfxtp,9
a21oi,9
xnor2,8
a211oi,7
xor2,6
nor3,6
a21o,6
clkdlybuf4s50,6
clkbuf,6
nand3,5
a31oi,5
nor3b,5
nand2b,4
nor2b,4
## metal layers
metal	GRT usage	wire [um]	vias up
met3	0.01923	87	5
li1	-	-	864
met2	0.1804	1688	12
met4	0.01341	40	0
met1	0.1630	1971	754
met5	0	0	-
## state kept, by name, summed over array words and instances (netlist names)
register and cells:
inst_ph_cmp.Lead 1, inst_freqdiv.DividerCounter 7, inst_zrwf.ResetterCounter 4, inst_ph_cmp.InputSignalEdgeDet 2
inst_zrwf.Positive 1, inst_zrwf.Negative 1, inst_zrwf.N_FilterCounter 8, inst_freqdiv.FrequencyOut 1
inst_zrwf.inst_M_Filter.Negative 1, inst_zrwf.inst_M_Filter.Positive 1, inst_ph_cmp.Lag 1, inst_zrwf.inst_M_Filter.FilterCounter 8
## worst min-delay path by stage
stage / depth (start not counted) / start / endpoint / slack, ns
finish: 0 / inst_ph_cmp.InputSignalEdgeDet[0]$_DFF_P_ / inst_ph_cmp.InputSignalEdgeDet[1]$_DFF_P_ / 0.36
CTS: 0 / inst_ph_cmp.InputSignalEdgeDet[0]$_DFF_P_ / inst_ph_cmp.InputSignalEdgeDet[1]$_DFF_P_ / 0.36
global route: 0 / inst_ph_cmp.InputSignalEdgeDet[0]$_DFF_P_ / inst_ph_cmp.InputSignalEdgeDet[1]$_DFF_P_ / 0.38
## worst max-delay path: stages, from the launching register on
cell and delay, ns:
dfxtp_1 0.79, inv_1 0.26, fa_1 0.47, and2b_1 0.23, o31a_1 0.14, nor2_1 0.06
or4b_1 0.47, a31oi_1 0.14
## kinds of logic after synthesis
| logic type | after synthesis |
|---|---|
| other | 1 |
| XOR/XNOR | 14 |
| adder cells (fa/ha/maj) | 21 |
| multiplexers | 4 |
| buffers and inverters | 17 |
| AND/OR/NAND/NOR | 83 |
| flip-flops | 36 |
| AND-OR/OR-AND | 57 |
## where the power goes
part / total, mW / switching [mW] / internal [mW]
registers: 0.524 / 0.0765 / 0.447
clock network: 0.311 / 0.126 / 0.185
logic: 0.405 / 0.209 / 0.195
## area by class of cell
type / instances / area, um^2 / area share
clock inverters: 2 / 35.03 / 0.01443
multi-input cells: 180 / 1287 / 0.5304
flip-flops and latches: 36 / 810.8 / 0.3340
repair buffers: 6 / 60.06 / 0.02474
clock buffers: 6 / 72.57 / 0.02990
inverters: 11 / 41.29 / 0.01701
well taps: 96 / 120.1 / 0.04948
Power is estimated from default activity; no workload was simulated.
